==> flow/design.v <==
`timescale 1ns / 1ps
module syncount4bit(q, clk, rst);
	output [3:0]q;
	input clk, rst;
	reg [3:0]q;
	always @(posedge clk)
	begin
		if(rst|q==4'b1111)
			q<=4'b0000;
		else
			q<=q+1;
	end
endmodule
==> flow/run.sh <==
#!/bin/bash
# OpenROAD 26Q1-2900-gdf79404cd8, Yosys 0.63+post, stock flow scripts
make -C /OpenROAD-flow-scripts/flow DESIGN_CONFIG=/design/flow/config.mk WORK_HOME=/design/flow/orfs finish
==> flow/config.mk <==
export PLATFORM = sky130hd
export DESIGN_NAME = syncount4bit
export DESIGN_NICKNAME = syncount4bit
export VERILOG_FILES = /design/flow/design.v
export SDC_FILE = /design/flow/constraint.sdc
export NUM_CORES = 4
export LEC_CHECK = 1
export CORE_AREA = 10 10 70 70
export DIE_AREA = 0 0 80 80
==> flow/constraint.sdc <==
current_design syncount4bit

set clk_period 1.0
set clk_io_pct 0.2

create_clock -name clk0 -period $clk_period [get_ports {clk}]

set non_clock_inputs [all_inputs -no_clocks]
set_input_delay [expr $clk_period * $clk_io_pct] -clock clk0 $non_clock_inputs
set_output_delay [expr $clk_period * $clk_io_pct] -clock clk0 [all_outputs]
==> changes_impl.md <==
### Changed

* Share of cells above drive strength 1 at 55.2%
* Max H-tree Level at 1
* Fin Setup TNS at 0 ns
* Via density per instance at 2.13
* Gpl congestion at ~0.65
* Cells after Synth at 15
* Core area at 3420 um2
* Critical path fanouts, max at 2
* Syn-to-layout area delta at 120%
* Clock Skew at 0.000744 ns
* Met2 wire length at 267 um
* Init Core Util at approximately 4.9%
* Critical Path Stages at 1
* Top delay family on crit path: flip-flops
* Crit-path max cell delay at 0.31 ns
* Synth unique cells at 11
* Final core utilization at 10.7%
* Run status: finished, final reports clean
* Initial DRC count at 0
* DR WL met3 at 39 um
* Sequential cell area at about 85 um2
* Leak Pwr at 0.130 nW
* Top reg by flops: q
* Post-Route WL at 463 um
* Clk buf depth at 2
* CTS sink count at 4
* Root buffer cell: clkbuf_4
* # fillers at 403
* Worst-margin pin slew at 0.193 ns
* Biggest regs: q: 4 flops
* CP Data Required Time at about 0.8 ns
* Top sig layer: met4
* Rows at 21
* Clock transition at path regs at 0.03 ns
* Worst path bufs/invs at 1
* First-pass GRT wire length at around 730 um
* Crit end category: output port
* CTS tree: done
* Max-slew headroom at roughly 87%
* Final Hold Viols at 0
* Arrival @ worst endpoint at 0.77 ns
* Grt total ovfl at 0
* Die Span X at 80 um
* Max VDD drop at 393 uV
* Port buffer count at 5
* Pre-antenna DRT Iters at 1
* Max reg flops at 4
* Max Cap Viol at 0
* Die y size at 80 um
* Commonest Layout Cell: buf_4
* # IOs at 6
* Vias at 160
* Vias in the first global route at 153
* Synthesized area per cell at 11.1 um2
* Total power draw at 0.453 mW
* M1 WL at 139 um
* Power Density at 1240 nW/um2
* ANT nets after route at 0
* Initial antenna violation count at 0
* Total global-route track usage at 1.53%
* Highest Clock Rate at 1.03 GHz
* Crit start category: flop
* Setup CP Type: reg2out
* Final Max Slew Viols at 0
* # Cells Yosys at 15
* Ys Warns at 1
* Setup violators final at 0
* Cts hold-fix bufs at 0
* MI comb area at 98.8 um2
* Unrepaired setup endpoints after global routing: true
* Post-layout period usage at between 90% and 100%
* Final hold slack at approximately 0.53 ns
* Top logic cells by instance count in the layout: buf_4 (5), clkbuf_4 (3), clkdlybuf4s15_1 (3), dfxtp_1 (2)
* DRC viols at 0
* Tally of OpenROAD warnings at 27
* Largest net degree at the start of global routing at 5
* R2R cell count at 4
* Final instance count without filler cells at 75
* Hold WC Path Type: reg2reg
* Cell breakdown of the critical path: dlygate4sd2_1
* Clk latency of the worst-skew pair at 0.23 ns
* CTS Buf Count at 3
* Total Die Area at 6400 um2
* N_diodes at 0
* Seq share, synth at 48.1%
* Yosys stat area at approximately 170 um2
* Post-Syn Area at around 170 um2
* Placed insts at 71
* Seq cells post-synth at 4
* Slowest cell on crit path: dfxtp_2
* DR WL/cell at 6.17 um
* Worst hold stages at 2
* Post-route minimum period at 0.974 ns
final timing paths:
check / start / end / slack, ns
max: q[1] / q[1] / 0.03
min: q[0] / q[0] / 0.53
max reg2reg: q[1] / q[1] / 0.03
min reg2reg: q[0] / q[0] / 0.53
worst min-delay path, cell delays in order (launching register included):
cell and delay, ns:
dfxtp_4 0.36, buf_4 0.11, nor3_2 0.03
synth_stat cells, drive strengths merged:
master | n | area (um2)
and3 | 1 | 11.3
dfxtp | 4 | 80.1
a21oi | 2 | 10.0
nor3 | 1 | 10.0
nor3b | 1 | 12.5
inv | 1 | 3.75
o21ai | 1 | 5.00
nand4b | 1 | 8.76
ha | 1 | 12.5
nor2 | 1 | 3.75
xnor2 | 1 | 8.76
final cells by class:
class,instances,share of cell area [%]
Clock buffer,3,6.16
Inverter,1,1.03
Timing Repair Buffer,11,26.7
Tap cell,46,15.8
Sequential cell,4,23.3
Multi-Input combinational cell,10,27.1
logic make-up (layout without fill, tap and decap cells):
logic type      Yosys count  in the layout  share of synthesized area (%)
compound gates            3              3                           9.02
xor+xnor                  1              1                           5.26
fa+ha+maj                 1              1                           7.52
buf+inv                   1             15                           2.25
flops                     4              4                           48.1
simple gates              5              5                           27.8
where the power goes:
part / total [mW] / leakage [nW] / switching [mW] / internal [mW]
registers: 0.180 / 0.0337 / 0.00840 / 0.172
logic: 0.0816 / 0.0823 / 0.0270 / 0.0546
clock network: 0.191 / 0.0138 / 0.0575 / 0.134
through the flow:
stage	worst slack [ns]	cell area, um2
floorplan	0.0766	166
global placement	-0.0279	312
finish	0.0262	365
global route	-0.0254	365
CTS	-0.00111	343
detailed placement	-0.0335	312
timing repair:
item,4_1_cts,5_1_grt
pin swaps,1,3
endpoints found under the setup margin,4,5
buffers inserted,1,0
gates resized,8,7
hold endpoints to repair,0,0
metal layers:
metal | vias up | global-route usage [%]
met2 | 3 | 2.65
met5 | - | 0
met4 | 0 | 1.06
li1 | 82 | -
met1 | 73 | 1.13
met3 | 2 | 1.14
Power figures rest on the tool's default switching activity, not on a simulated workload.
